$ cat flow/run.sh
#!/bin/bash
# OpenROAD 26Q1-2900-gdf79404cd8, Yosys 0.63+post, stock flow scripts
make -C /OpenROAD-flow-scripts/flow DESIGN_CONFIG=/design/flow/config.mk WORK_HOME=/design/flow/orfs finish
$ cat flow/config.mk
export PLATFORM = sky130hd
export DESIGN_NAME = LFSR16
export DESIGN_NICKNAME = LFSR16
export VERILOG_FILES = /design/flow/design.v
export SDC_FILE = /design/flow/constraint.sdc
export NUM_CORES = 4
export LEC_CHECK = 1
export CORE_AREA = 10 10 70 70
export DIE_AREA = 0 0 80 80
export SYNTH_HDL_FRONTEND = slang
$ cat flow/constraint.sdc
current_design LFSR16

set clk_period 1.0
set clk_io_pct 0.2

create_clock -name clk0 -period $clk_period [get_ports {clk}]

set non_clock_inputs [all_inputs -no_clocks]
set_input_delay [expr $clk_period * $clk_io_pct] -clock clk0 $non_clock_inputs
set_output_delay [expr $clk_period * $clk_io_pct] -clock clk0 [all_outputs]
$ cat flow/design.v
module snake (input [0:0] CLOCK_27, input [1:0] KEY, input [0:0] SW,
				  output reg [3:0] VGA_R, VGA_G, VGA_B, output reg VGA_HS, VGA_VS, output [6:0] HEX0, HEX1, HEX2, HEX3
				   ); 
parameter FRONT_PORCH_A = 16;
parameter SYNC_PULSE_B  = 96;
parameter BACK_PORCH_C  = 48;
parameter ACTIVE_VIDEO_D= 640;
parameter CYCLES_LINE = FRONT_PORCH_A + SYNC_PULSE_B + BACK_PORCH_C + ACTIVE_VIDEO_D;
parameter V_FRONT_PORCH_A  = 10;
parameter V_SYNC_PULSE_B   = 2;
parameter V_BACK_PORCH_C   = 33;
parameter V_ACTIVE_VIDEO_D = 480;
parameter CYCLES_ROW = V_FRONT_PORCH_A + V_SYNC_PULSE_B + V_BACK_PORCH_C + V_ACTIVE_VIDEO_D;
parameter COLS = 8'd80;
parameter ROWS = 8'd60;
parameter BODYMAX = 50;
integer i;
wire VGA_CLK;
clock_25_2 u0( .clk_out_clk(VGA_CLK), .clk_res_reset(0), .clk_in_clk(CLOCK_27[0]) );
reg [31:0] tickCounter;
reg [31:0] ticks;
reg clkFrame;
reg [15:0] HS_count;
reg [15:0] VS_count;
wire [15:0] rndBig;
LFSR16 lfsr1(VGA_CLK, rndBig);
wire [7:0] rndHi;
wire [7:0] rndLo;
assign {rndHi, rndLo} = rndBig[15:0];
reg [7:0] xFood;
reg [7:0] yFood;
reg isFoodPlaced;
reg isDead;
reg [7:0] score;
led7 h3((score / 1000) % 10, HEX3); led7 h2((score / 100) % 10, HEX2); led7 h1((score / 10) % 10, HEX1); led7 h0(score % 10, HEX0);
reg [7:0] bodyX [BODYMAX-1:0];
reg [7:0] bodyY [BODYMAX-1:0];
reg [6:0] bodyLength;
reg [7:0] x;
reg [7:0] y;
reg [1:0] direction;
always @(posedge VGA_CLK) begin
	tickCounter <= tickCounter + 1;
	if( tickCounter==(32'd25_200_000 / (60+bodyLength)) ) 
	begin
		tickCounter <=0;
		clkFrame <= ~clkFrame;
		if(ticks==29)
			ticks<=0;
		else
			ticks <= ticks + 1;
	end
end
always @(posedge clkFrame) begin
	if(SW[0]==0) begin
		x <= (COLS/2'd2);
		y <= (ROWS/2'd2);
		isFoodPlaced = 0;
		score = 0;
		bodyLength = 1'b1;
		isDead <= 0;
	end
	if(SW[0] && !isDead) begin
		if(!isFoodPlaced) begin	
			xFood <= rndHi;
			yFood <= rndLo;
			isFoodPlaced = 1;
		end
		if(xFood>79) xFood <= rndHi;
		if(yFood>59) yFood <= rndLo;
		if(x==xFood && y==yFood) begin
			score = score + 1'b1;
			if(bodyLength<BODYMAX-1)
				bodyLength = bodyLength + 1'b1;
			isFoodPlaced = 0;
			bodyX[bodyLength-1] = x;
			bodyY[bodyLength-1] = y;
		end
		i=0;
		while(i<bodyLength-2 && i<BODYMAX-1)
		begin
			if( bodyX[i] == xFood && bodyY[i] == yFood) begin
				xFood <= rndHi;
				yFood <= rndLo;
			end
			i = i + 1;
		end	
		case(direction)
			0 : if(x==COLS-1) x <= 0;
				 else 			x <= x + 1'b1;
			1 : if(y==ROWS-1) y <= 0;
				 else 			y <= y + 1'b1;
			2 : if(x==0) 		x <= COLS - 1'b1;
				 else 	 		x <= x - 1'b1;
			3 : if(y==0) 		y <= ROWS - 1'b1;
				 else 			y <= y - 1'b1;
			default : ;
		endcase	
		i=0;
		while(i<bodyLength-1 && i<BODYMAX-1)
		begin
			if( bodyX[i] == x && bodyY[i] == y)
				isDead <= 1;
			i = i + 1;
		end		
		i=0;
		while(i<bodyLength-1 && i<BODYMAX-1)
		begin
			bodyX[i] = bodyX[i+1];
			bodyY[i] = bodyY[i+1];
			i = i + 1;
		end
		bodyX[bodyLength-1] = x;
		bodyY[bodyLength-1] = y;
	end  
end
reg [1:0] det_edge;
wire sig_edge;
assign sig_edge = (det_edge == 2'b10);
reg [1:0] det_edge1;
wire sig_edge1;
assign sig_edge1 = (det_edge1 == 2'b10);
always @(posedge VGA_CLK) begin
	det_edge  <= {det_edge[0],  KEY[0]};
	det_edge1 <= {det_edge1[0], KEY[1]};
	if(sig_edge) begin
		if(direction==3) direction<=0;
		else direction<= direction + 1'b1;
	end 
	else if(sig_edge1) begin
		if(direction>3) direction<=3;
		else direction<= direction - 1'b1;
	end 
	else if(!SW[0])
		direction <= 0;
end
always @(posedge VGA_CLK)
if(HS_count<640 && VS_count<480) begin
	if(SW[0]) begin
		VGA_R <= 4'b1000;
		VGA_G <= 4'b1010;
		VGA_B <= 4'b0110;
		i=0;
		while(i<BODYMAX && i<bodyLength) begin
			if(bodyX[i]==HS_count/8 && bodyY[i]==VS_count/8) begin
				VGA_R <= 4'b0000;
				VGA_G <= 4'b0000;
				VGA_B <= 4'b0000;
			end
			i=i+1;
		end
		if(xFood==HS_count/8 && yFood==VS_count/8) begin
			if(ticks<22) begin
				VGA_R <= 4'b0000;
				VGA_G <= 4'b0000;
				VGA_B <= 4'b0000;
			end
		end
	end else begin
		VGA_R <= (VS_count-ticks+5);
		VGA_G <= (VS_count-ticks+10);
		VGA_B <= (VS_count-ticks);
	end
end else begin
	VGA_R <= 4'b0000;
	VGA_G <= 4'b0000;
	VGA_B <= 4'b0000;
end
always @(posedge VGA_CLK)  
begin
	if(HS_count < CYCLES_LINE)
		HS_count <= HS_count + 1'b1;
	else
		HS_count <= 0;
	if(HS_count > ACTIVE_VIDEO_D + FRONT_PORCH_A && HS_count < CYCLES_LINE - BACK_PORCH_C)
		VGA_HS <= 0;
	else
		VGA_HS <= 1;
end 
always @(posedge VGA_CLK)  
if(HS_count==CYCLES_LINE-1) 
begin 
	if(VS_count < CYCLES_ROW)
		VS_count <= VS_count + 1'b1;
	else
		VS_count <= 0;
	if(VS_count > V_ACTIVE_VIDEO_D+V_FRONT_PORCH_A && VS_count < CYCLES_ROW - V_BACK_PORCH_C)
		VGA_VS <= 0;
	else
		VGA_VS <= 1;
end
endmodule
module LFSR16(
  input clk,
  output reg [15:0] LFSR
);
always @(posedge clk)
begin
  LFSR[0] <= ~(LFSR[1] ^ LFSR[2] ^ LFSR[4] ^ LFSR[15]);
  LFSR[15:1] <= LFSR[14:0];
end
endmodule
module led7(input [3:0] mod0,	output reg [6:0] led);
always begin
	case(mod0)	   
		0 : led = 7'b100_0000;
		1 : led = 7'b111_1001;
		2 : led = 7'b010_0100;
		3 : led = 7'b011_0000;
		4 : led = 7'b001_1001;
		5 : led = 7'b001_0010;
		6 : led = 7'b000_0010;
		7 : led = 7'b111_1000;
		8 : led = 7'b000_0000;
		9 : led = 7'b001_0000;
		default : led = 7'b111_1111;
	endcase
end
endmodule
==> results.toml <==
# synthesis and place-and-route metrics
[outcome]
status = "finished, final reports clean"

[setup_path]
crit_path_max_incr_delay_ns = 0.32
crit_family = "flip-flops"
slowest_stage = "dfxtp_2"
regToRegStartpoint = "LFSR[15]"
critical_path_required_ns = 0.80
path_cells = "clkdlybuf4s15_1"
cp_num_buf_inv = 1
path_max_fanout = 2
cp-end-kind = "output pin"
crit_arrival_ns = 0.75
cp-start-kind = "flip-flop"
ff2ff_setup_slack_ns = 0.07
worstRegToRegCells = 4
r2r-end = "LFSR[0]"
path_class = "flip-flop to output pin"

[final_timing]
slew_headroom_pct = 88.7
finalClockPeriodUsage_pct = 95.0
rsz0062_at_grt = "false"
setup_tns_ns = 0
fin_crit_ns = 0.950
clock_skew_ns = 0.00986
hold_viol_final = 0
setup_violations = 0
max_slew.worst_pin.slew_ns = 0.168
drv_slew = 0
fmax_ghz = 1.05

[hold_path]
min_from = "LFSR[13]"
worstHoldPathType = "flip-flop to flip-flop"
hold_end = "LFSR[14]"
hold_depth = 0

[synth]
top_cells_by_count = "16 x dfxtp_1, 3 x xnor2_1"
async_reset_ff_share_pct = 0
synth.most_common_cell = "dfxtp_1"
yosys_register_bits = 16
synth_warnings = 0
avgSynthCellArea_um2 = 18.2
synthTopCellsByArea = "dfxtp_1 92%, xnor2_1 7.6%"
ys_cells = 19
top_area_cell = "dfxtp_1"
synthCells = 19
ys_chip_area_um2 = 347
synth_area_um2 = 347
synth.distinct_cells = 2
synth_top_area_share_pct = 92.4
ys.flop_type = "dfxtp_1"
edf_count = 0
synth_seq_share_pct = 92.4

[floorplan]
rows = 21
chipArea_um2 = 6400
die_x_um = 80
ios = 17
initCoreUtil_pct = 10.1
die_y_um = 80
design.core.area_um2 = 3420

[final_layout]
layout-drive-gt1-share_pct = 90.7
final_cell_area_um2 = 569
num-fill-cells = 393
top_register = "LFSR"
largest_reg_flops = 16
top_regs = "LFSR x16"
area_growth_pct = 64.3

[grt]
grt_pass1_wl_um = 1120
grt_overflow = 0
grt_pass1_vias = 231
antenna_found_initial = 0
grt_use_total_pct = 2.36
grt_max_degree = 9

[route]
ant_nets = 0
drc = 0
antennaDiodeCount = 0
dr.pass1.iters = 1
wl_um = 714
viasPerCell = 2.42
vias = 215
drt_iter0_markers = 0
routedWlPerCell_um = 8.02

[placed_design]
placed_area_um2 = 594
gp_congestion = 0.683
port_buffers = 16

[clock_network]
clk_pin_slew_ns = 0.07
ctsHtreeMaxLevel = 1
cts_tree = "yes"
cts_sinks = 16
cts_buffer_depth = 2
clock_latency_ns = 0.27
numCtsBuffers = 3
root_buffer = "clkbuf_4"

[power]
intPower_w = 0.000775
combPwrFrac_pct = 0
p_clk_share_pct = 32.7
pwr-share-seq_pct = 67.3
p_sw_share_pct = 17.9
ir_drop_mv = 0.533
p_leak_nw = 0.255
switchingPower_w = 0.000169
power_density_nw_per_um2 = 1660

[run]
warnings = 25
drv_cap = 0
-- worst max path at each step --
stage / slack (ns) / cells after the start / start / end
5_1_grt: 0.001 / 1 / LFSR[12] / LFSR[12]
4_1_cts: 0.001 / 1 / LFSR[1] / LFSR[1]
6_report: 0.05 / 1 / LFSR[12] / LFSR[12]
-- area by class of cell --
| class | count | area (µm²) | share of cell area [%] |
|---|---|---|---|
| Tap cell | 46 | 57.6 | 10.1 |
| Clock buffer | 3 | 22.5 | 3.96 |
| Multi-Input combinational cell | 3 | 26.3 | 4.62 |
| Sequential cell | 16 | 340 | 59.8 |
| Timing Repair Buffer | 21 | 123 | 21.5 |
-- stage by stage --
stage                     total power (W)  cells  utilization, %  setup WS [ns]  hold WS [ns]
after floorplan                  0.000651     19               -          0.337         0.310
after global placement           0.000651     85            17.4        -0.0253         0.333
after detailed placement         0.000651     85            17.4       0.000605         0.336
after CTS                        0.000965     89            18.7        0.00106         0.352
after global routing             0.000993     89            16.7        0.00108         0.357
final                            0.000944     89            16.7         0.0502         0.350
-- cells by family after synthesis --
logic type,after synthesis,synth area share [%]
xor gates and xnor gates,3,7.58
DFF,16,92.4
-- repair_timing --
action | 4_1_cts | 5_1_grt
setup endpoints to repair | 16 | 14
resized | 49 | 14
hold buffers | 0 | 0
cloned | 0 | 0
buffers inserted | 1 | 0
endpoints found under the hold margin | 0 | 0
-- power by group through the flow --
stage	registers (W)	logic, W	clock network (W)
CTS	0.000636	0.000000000103	0.000329
global route	0.000636	0.000000000104	0.000357
finish	0.000636	0.000000000104	0.000309
-- cell usage in the layout (no fill, tap or decap), drive strengths merged --
cell type / n
clkbuf: 17
xnor2: 3
dfxtp: 16
clkdlybuf4s15: 1
buf: 6
-- per-layer routing --
layer	wire (µm)	track usage (%)
met2	254	3.21
met4	0	0.176
met1	316	2.39
met5	0	0
met3	143	2.84
Power figures rest on the tool's default switching activity, not on a simulated workload.
